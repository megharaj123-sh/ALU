<file path="flow/run.sh">
#!/bin/bash
# OpenROAD 26Q1-2900-gdf79404cd8, Yosys 0.63+post, stock flow scripts
make -C /OpenROAD-flow-scripts/flow DESIGN_CONFIG=/design/flow/config.mk WORK_HOME=/design/flow/orfs finish
</file>
<file path="flow/config.mk">
export PLATFORM = sky130hd
export DESIGN_NAME = ALU_32bit
export DESIGN_NICKNAME = ALU_32bit
export VERILOG_FILES = /design/flow/design.v
export SDC_FILE = /design/flow/constraint.sdc
export NUM_CORES = 4
export LEC_CHECK = 1
export CORE_UTILIZATION = 40
</file>
<file path="flow/constraint.sdc">
current_design ALU_32bit

set clk_period 17.2
set clk_io_pct 0.2

create_clock -name clk0 -period $clk_period

set non_clock_inputs [all_inputs -no_clocks]
set_input_delay [expr $clk_period * $clk_io_pct] -clock clk0 $non_clock_inputs
set_output_delay [expr $clk_period * $clk_io_pct] -clock clk0 [all_outputs]
</file>
<file path="flow/design.v">
`timescale 1ns / 1ps
module ALU_32bit( 
                input [3:0]ALU_SEL,
                input [31:0]A,B,
                output reg [31:0]ALU_OUT,
                output  carry,
	        output  zero,negative,overflow,underflow
        );
		wire [32:0] tmp;
		assign tmp = {1'b0,A} + {1'b0,B};
                assign carry = tmp[32];  
		assign zero = ~(|ALU_OUT);  
		assign negative = (ALU_OUT[31] == 1 && (ALU_SEL == 4'b0001));
		assign overflow = ({carry,ALU_OUT[31]} == 2'b01);
		assign underflow = ({carry,ALU_OUT[31]} == 2'b10);
	always@(*)
	begin
	case(ALU_SEL)
		  4'b0000:  
           ALU_OUT <= A + B ; 
        4'b0001:  
           ALU_OUT <= B - A ;
        4'b0010:  
           ALU_OUT <= (A<B)?32'd1:32'd0;
        4'b0011:  
           ALU_OUT <= (A>B)?32'd1:32'd0;
        4'b0100:  
           ALU_OUT <= A<<1;
        4'b0101:  
           ALU_OUT <= A>>1;
        4'b0110:  
           ALU_OUT <= A>>>1;
        4'b0111:  
           ALU_OUT <= A & B;
        4'b1000:  
           ALU_OUT <= A | B;
        4'b1001:  
           ALU_OUT <= A ;
        4'b1010:  
           ALU_OUT <= B;
        4'b1011:  
           ALU_OUT <= A ;
        4'b1100:  
           ALU_OUT <=  B ;
        4'b1101:  
           ALU_OUT <= A ;
        4'b1110:  
           ALU_OUT <= B ;
        4'b1111:  
           ALU_OUT <= A ; 
          default: ALU_OUT <= A + B; 
        endcase
    end
endmodule	
</file>
==> results_slide.txt <==
Synthesis and Place & Route Summary

Yosys
  – Area share, top type: 0.1809
  – Yosys top cell by area: ha_1
  – Mean Syn Cell Area: around 6.5 um^2
  – Synthesized instance count: between 1k and 1.5k
  – Seq share, synth: 0
  – Count leader, synth: inv_1
  – Synth Warn #: 1
  – Chip area estimate from yosys synthesis: ~0.0066 mm^2
  – Synth top area cells: ha_1 18%, a21oi_1 6.6%, inv_1 5.9%
  – Unique cell types: approximately 88
  – Cell count in the Yosys report: about 1k
  – Cell Area, Synth: ~0.0066 mm^2
  – Synth cell count leaders: 104 x inv_1, 96 x ha_1, 88 x a21oi_1, 74 x nor2_1, 65 x nand2_1

Die
  – Core ar.: around 0.016 mm^2
  – FP Util: 0.4136
  – # IOs: 105
  – Chip area: approximately 0.017 mm^2
  – Cell row count: approximately 46
  – Die height: 130.9 um
  – Die W: ~130 um

Critical path
  – CP Launch Type: input port
  – Req. time, crit path: approximately 14 ns
  – Crit path from: A[1]
  – Cells along the critical path: clkdlybuf4s50_1 > inv_1 > fa_1 > nor2b_1 > o211ai_1 > a2111oi_0 > or2_2 > o221ai_1 > a21o_1 > or4b_1 > or4_1 > nor4b_1 > nand4bb_1 > nor4b_2 > clkdlybuf4s50_1
  – CP Capture Type: output pin
  – Worst Path Arrival: about 9 ns
  – Max stage delay on crit path: 0.74 ns
  – Crit path max fanout: 5
  – Crit-path slowest cell: a2111oi_0
  – Cell repeated most along the worst path: clkdlybuf4s50_1
  – Setup CP Type: in -> out

Route
  – Routed vias: 8473
  – Vias per cell: between 6 and 7
  – DR pass1 iterations: 9
  – Antenna Cells: 0
  – Drt first-iter violations: 844
  – DRT antenna net count: 0
  – Remaining routing DRC violations: 0
  – Total Wirelength: a little over 30000 um
  – Wirelength per Cell: around 24 um

Place
  – PortBufs: roughly 110
  – Cell Area, Placed: 0.007789 mm^2
  – GP Congestion: about 1
  – Post-DP HPWL: about 23000 um
  – Dpl ws: about 4.8 ns
  – Placed Cells: ~1.3k

Cells and area
  – Flip-flops: 0
  – Filler instances: ~1.7k
  – Fin area: approximately 0.008 mm^2
  – Area Growth Syn to Fin: 17.28%
  – Clkbuf count: 0
  – End-of-flow core utilization: 0.4850
  – Post-route insts no fill: between 1k and 1.5k
  – Register area: 0 um^2
  – Share of cells above drive strength 1: 0.04686

CTS
  – Hold-fix buffers at CTS: 0
  – Cts repair resizes: 0
  – Post-CTS Setup Bufs: 0

Timing
  – Worst-margin pin slew: 0.9698 ns
  – Tmin final: about 13 ns
  – F_max: 0.07963 GHz
  – Setup total negative slack: 0 ns
  – RSZ-0062 raised after global routing: false
  – Max-slew violation count: 0
  – Final hold vios: 0
  – Fin worst setup slack: 4.642 ns
  – # setup viols final: 0
  – Worst hold slack: between 7 and 8 ns
  – Period utilization: 0.7301
  – Worst rel slew slack: 0.3479

Hold path
  – Hold Crit Class: in -> out
  – Worst hold start: ALU_SEL[0]

Global route
  – Largest net degree at the start of global routing: about 60
  – Total congestion overflow: 0
  – GR Layer Usage met3: 0.09950
  – Global-route wire length before repair: around 45000 um
  – Met2 usage: 0.4983
  – Vias in the first global route: 7450
  – GRT Max-Usage Layer: met1
  – Initial antenna violation count: 0
  – Total GRT Usage: 0.3553
  – M1 GR Usage: 0.5363

Power
  – Total power: about 0.27 mW
  – Static leakage: 3.232 nW
  – Maximum vdd ir drop: roughly 0.000018 V
  – Power Density: 34.67 mW/mm^2

Status
  – Outcome: finished clean

Flow run
  – Maxcap violations: 0
  – Log Warnings: about 96
[where the power goes]
group / leakage (nW) / internal [mW] / switching [mW]
sequential: 0 / 0 / 0
clock: 0 / 0 / 0
combinational: 3.23 / 0.109 / 0.161
[per-layer routing]
metal  part of all wire  up-vias
li1                   -     3962
met1               0.45     3970
met2               0.40      505
met3               0.12       36
met4              0.022        0
met5                  0        -
[worst paths after layout]
check,to,slack (ns),cells after the start
max,zero,4.64,15
min,ALU_OUT[1],7.96,5
[area by class of cell]
cell class	instances	area, um^2	area share
Timing Repair Buffer	125	1191	0.1529
Tap cell	216	270.3	0.03470
Inverter	107	401.6	0.05157
Multi-Input combinational cell	835	5926	0.7608
[cells by family (layout without fill, tap and decap cells)]
logic type | count (synthesis) | after routing | synth area share
compound gates | 408 | 408 | 0.4316
simple gates | 313 | 313 | 0.2464
buf+inv | 180 | 232 | 0.1093
fa+ha+maj | 98 | 98 | 0.1869
xor+xnor | 8 | 8 | 0.01338
mux | 8 | 8 | 0.01243
[cell usage in the layout, fill, tap and decap left out, types with 8 or more instances in the layout]
cell type	count
nand4_1	9
buf_4	20
a31oi_1	14
o2111ai_1	8
clkdlybuf4s50_1	103
a22oi_1	24
nor2b_1	13
nor2_1	74
nand2b_1	12
nand3_1	28
o211ai_1	15
o22ai_1	14
nor4_1	14
o221ai_1	10
and2_1	8
a211oi_1	11
o31ai_1	17
o21ai_0	59
inv_1	104
a21o_1	19
a21oi_1	88
a32oi_1	8
nor3_1	30
ha_1	96
a221oi_1	13
or4_1	9
a221o_1	8
nand2_1	65
and3_1	10
[critical path, delay by kind of cell]
family / cells / cell delay, ns
compound gates: 4 / 1.21
fa+ha+maj: 1 / 0.49
buf+inv: 3 / 1.25
simple gates: 7 / 2.71
Power and IR drop assume default switching activity.
