==> ./design.v <==
`timescale 1ns / 1ps
module alu_control(clk,func_field,ALUOp,ALU_SEL);
    input clk;  
    input [5:0] func_field;  
    input [1:0] ALUOp;  
    output reg [3:0] ALU_SEL;  
	always @(negedge clk)
	   case(ALUOp)
	       2'b00:  
	            ALU_SEL<=4'b0010;
	       2'b01:  
                ALU_SEL<=4'b0110;
           2'b10:  
                    case(func_field)
                        6'b100000:  
                            ALU_SEL<=4'b0010;
                        6'b100010:  
                            ALU_SEL<=4'b0110;
                        6'b100100:  
                            ALU_SEL<=4'b0000;
                        6'b100101:  
                            ALU_SEL<=4'b0001;
                        6'b101010:  
                            ALU_SEL<=4'b0111; 
                     endcase                                      
       endcase
endmodule
==> ./run.sh <==
#!/bin/bash
# OpenROAD 26Q1-2900-gdf79404cd8, Yosys 0.63+post, stock flow scripts
make -C /OpenROAD-flow-scripts/flow DESIGN_CONFIG=/design/flow/config.mk WORK_HOME=/design/flow/orfs finish
==> ./config.mk <==
export PLATFORM = sky130hd
export DESIGN_NAME = alu_control
export DESIGN_NICKNAME = alu_control
export VERILOG_FILES = /design/flow/design.v
export SDC_FILE = /design/flow/constraint.sdc
export NUM_CORES = 4
export LEC_CHECK = 1
export CORE_AREA = 10 10 70 70
export DIE_AREA = 0 0 80 80
==> ./constraint.sdc <==
current_design alu_control

set clk_period 3.6
set clk_io_pct 0.2

create_clock -name clk0 -period $clk_period [get_ports {clk}]

set non_clock_inputs [all_inputs -no_clocks]
set_input_delay [expr $clk_period * $clk_io_pct] -clock clk0 $non_clock_inputs
set_output_delay [expr $clk_period * $clk_io_pct] -clock clk0 [all_outputs]
==> impl_metrics.csv <==
group,metric,value,unit
cts,postCtsSetupRepairBufs,0,
final_timing,setup_violations,0,
synthesis,yosysWarnings,1,
placed_design,port_buffers,11,
hold_path,hp-class,"input port to flop",
routing,diodes,0,
synthesis,ff_type,"edfxtp_1",
synthesis,synth-edff-count,3,
global_routing,grt_usage,0.0211,
finish,largest_register_ffs,3,
floorplanning,io_pins,13,
setup_path,max_stage_delay,450,ps
cts,cts-hold-fix-buffers,0,
final_timing,hold_viol,0,
routing,drc_errors,0,
synthesis,yosysTopAreaCell,"edfxtp_1",
setup_path,crit_path_max_fanout,1,
synthesis,synth-seq-area-share,0.373,
setup_path,crit_family,"buffers and inverters",
cts,clkTransAtPathRegs,30,ps
synthesis,ys_sh_simple,0.223,
synthesis,ys_sh_aoi,0.114,
finish,area_delta_synth_final,103,%
global_routing,overflow,0,
final_timing,rsz0062_at_grt,"no",
setup_path,cp-start-kind,"flop",
setup_path,cp.required,2880,ps
power,peakVddDrop,0.0000492,V
floorplanning,dieWidth,80,um
finish,fillers,390,
final_timing,slew_violations,0,
synthesis,netlist_area,241,um2
cts,tritoncts,"yes",
global_routing,antenna_found_initial,0,
power,power_density,302,nW/um2
synthesis,ys_cells,25,
floorplanning,fp_util,0.0707,
routing,wl_per_cell,8.36,um
synthesis,ys_seq_elements,3,
cts,clockBufferDepth,2,
cts,numCtsBuffers,3,
floorplanning,rows,21,
setup_path,crit_path_end_kind,"output pin",
synthesis,synth.distinct_cells,18,
finish,regMostFlops,"ALU_SEL",
synthesis,area_leaders,"edfxtp_1 37%, ha_1 16%, nor3b_2 5.2%",
routing,totalWireLength,744,um
setup_path,crit_buf_inv,1,
cts,clock_sinks,3,
finish,drive_above_1_share,0.233,
finish,final_cell_area,490,um2
power,total_power,0.148,mW
synthesis,fa_ha_area_frac,0.155,
synthesis,yosys_area,241,um2
synthesis,xor_share,0,
power,p_leak,0.238,nW
synthesis,synth_area_per_cell,9.66,um2
final_timing,hold_slack,2780,ps
setup_path,crit_arrival,2860,ps
setup_path,crit_type,"flop to output pin",
routing,vias,247,
placed_design,place_area,417,um2
routing,dr.first_iter.drc_count,24,
floorplanning,chipArea,6400,um2
flow_run,drv_cap,0,
cts,cts_root_buffer,"clkbuf_4",
global_routing,grt_pass1_wl,1.07,mm
setup_path,crit_slowest_cell,"clkdlybuf4s50_1",
finish,top_regs,"ALU_SEL: 3 flops",
global_routing,grt_max_degree,5,
placed_design,place.gp.congestion,0.757,
synthesis,synth.logic.top_family,"simple AND/OR/NAND/NOR gates",
cts,htreeDepth,1,
floorplanning,die_h,80,um
synthesis,async_flop_share,0,
flow_run,tool_warnings,30,
global_routing,grt_pass1_vias,245,
routing,firstDrtPassIters,4,
synthesis,synth_cells,25,
floorplanning,coreArea,3420,um2
routing,via_per_inst,2.78,
setup_path,path_cells,"clkdlybuf4s50_1",
synthesis,mux_share,0.0415,
synthesis,synth_top_area_share,0.373,
routing,postRouteAntennaNets,0,
outcome,status,"completed",
synthesis,common_cells,"3 x edfxtp_1, 3 x ha_1, 3 x inv_1",
==> report_power, final <==
group          total, mW  leakage, nW  internal (mW)  switching [mW]
registers         0.0441       0.0297         0.0433        0.000757
clock network     0.0707       0.0351         0.0434          0.0273
logic             0.0335        0.173         0.0209          0.0126
total              0.148        0.238          0.108          0.0406
==> layer usage <==
| metal | GRT usage | up-vias | wire (um) |
|---|---|---|---|
| met5 | 0 | - | 0 |
| met4 | 0.0123 | 0 | 0 |
| met1 | 0.0308 | 111 | 381 |
| li1 | - | 121 | - |
| met2 | 0.0201 | 15 | 238 |
| met3 | 0.0148 | 0 | 125 |
==> layout make-up <==
type / instances / area [um2] / area share
clock inverter: 4 / 15.0 / 0.0306
inverter: 2 / 7.51 / 0.0153
timing repair buffer: 13 / 138 / 0.281
multi-input combinational: 18 / 160 / 0.327
sequential: 3 / 90.1 / 0.184
tap: 46 / 57.6 / 0.117
clock buffer: 3 / 22.5 / 0.0459
==> stage by stage <==
| step | setup TNS (ps) | util | setup slack [ps] | instances |
|---|---|---|---|---|
| floorplan | 0 | - | 218 | 25 |
| global placement | -1730 | 0.122 | -364 | 83 |
| detailed placement | -1970 | 0.122 | -397 | 83 |
| CTS | 0 | 0.134 | 3.90 | 89 |
| global route | 0 | 0.144 | 0.0129 | 89 |
| finish | 0 | 0.144 | 19.0 | 89 |
==> repair_timing <==
item / CTS / global route
endpoints found under the setup margin: 4 / 7
pin swaps: 0 / 1
resized: 2 / 9
==> cells by family after synthesis <==
| group | after synthesis |
|---|---|
| AND-OR/OR-AND | 4 |
| adder cells (fa/ha/maj) | 3 |
| buffers and inverters | 4 |
| flip-flops | 3 |
| multiplexers | 1 |
| other | 1 |
| AND/OR/NAND/NOR | 9 |
==> final timing paths <==
| kind | from | end | slack [ps] | depth (start not counted) |
|---|---|---|---|---|
| worst max-delay path | ALU_SEL[0] | ALU_SEL[0] | 20 | 1 |
| worst min-delay path | func_field[1] | ALU_SEL[1] | 2780 | 4 |
==> placed cells by master (no fill, tap or decap) <==
| cell type | instances |
|---|---|
| nand2_1 | 2 |
| mux2i_1 | 1 |
| clkbuf_4 | 3 |
| nor2_1 | 1 |
| nand3_1 | 1 |
| clkdlybuf4s50_1 | 6 |
| dlymetal6s2s_1 | 5 |
| conb_1 | 1 |
| a22oi_1 | 1 |
| nor2b_4 | 1 |
| buf_4 | 2 |
| a31oi_1 | 1 |
| nor3b_4 | 1 |
| a211o_1 | 1 |
| nor3_2 | 1 |
| ha_1 | 3 |
| edfxtp_1 | 3 |
| nand2b_1 | 1 |
| inv_1 | 6 |
| a21oi_2 | 1 |
| nor3b_2 | 1 |
Power figures rest on the tool's default switching activity, not on a simulated workload.
